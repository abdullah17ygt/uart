File: ./run.sh
#!/bin/bash
# OpenROAD 26Q1-2900-gdf79404cd8, Yosys 0.63+post, stock flow scripts
make -C /OpenROAD-flow-scripts/flow DESIGN_CONFIG=/design/flow/config.mk WORK_HOME=/design/flow/orfs finish
File: ./config.mk
export PLATFORM = sky130hd
export DESIGN_NAME = key_schedule
export DESIGN_NICKNAME = key_schedule
export VERILOG_FILES = /design/flow/design.v
export SDC_FILE = /design/flow/constraint.sdc
export NUM_CORES = 4
export LEC_CHECK = 1
export CORE_AREA = 10 10 94 94
export DIE_AREA = 0 0 104 104
File: ./constraint.sdc
current_design key_schedule

set clk_period 1.0
set clk_io_pct 0.2

create_clock -name clk0 -period $clk_period

set non_clock_inputs [all_inputs -no_clocks]
set_input_delay [expr $clk_period * $clk_io_pct] -clock clk0 $non_clock_inputs
set_output_delay [expr $clk_period * $clk_io_pct] -clock clk0 [all_outputs]
File: ./design.v
module key_schedule(
input [4:0]tur_number,
input rst,
input [79:0]key_register,
output reg [79:0]round_key
);
reg [79:0]master_key;
wire [3:0]b,d;
reg  [79:0]a;
reg  [4:0]c;
s_box_layer dut (.p(a[3:0]),.s_out(b));
always @(*)begin
    if(rst) begin
        round_key = 0;
    end else begin
        master_key = key_register;
        a = {master_key[66:0],master_key[79:67]};
        c = a[63:59]^tur_number;
        round_key = {a[79:64],c,a[58:4],b};
    end
end
endmodule
module s_box_layer(
input [3:0]p,
output wire [3:0]s_out
);
wire x0,x1,x2,x3;
wire y1,y2,y3,y0;
assign x0 = p[0];
assign x1 = p[1];
assign x2 = p[2];
assign x3 = p[3];
assign y0 =  (!x3&!x2&x1)  | (!x2&x1&x0)   | (!x3&x2&!x1) | (x2&!x1&x0)  | (x3&!x2&!x1&!x0) | (x3&x2&x1&!x0); 
assign y1 =  (!x3&!x2&!x0) | (!x3&!x1&!x0) | (x2&x1&x0)   | (x3&!x2&x0)  | (x3&x2&x1); 
assign y2 =  (!x3&!x2&!x1) | (!x2&!x1&!x0) | (!x3&x2&!x0) | (x3&x1&x0)   | (x3&x2&x0); 
assign y3 =  (!x3&!x2&!x0) | (!x3&x1&!x0)  | (!x3&x2&x0)  | (x3&!x1&!x0) | (x3&!x2&x1&x0); 
assign s_out[0] = y0;
assign s_out[1] = y1;
assign s_out[2] = y2;
assign s_out[3] = y3;
endmodule
==> notes.md <==
State of the implementation.

- The run finished, with violations left.
- The final reports fail on negative setup slack.
- For reference, simple AND, OR, NAND and NOR cells occupy 71.0% of the area reported after synthesis.
- The placed wire-length estimate after detailed placement is 4580 um, for reference.
- The proportion of register bits with asynchronous set or reset after synthesis is 0%, for reference.
- The tally of unique sky130hd cells used after synthesis is 17, for reference.
- The internal cell power is 0.550 mW, for reference.
- The actual transition at the worst max-transition pin is 199 ps, for reference.
- The iteration-0 DRC count of the detailed router is 13, for reference.
- The count of unclocked register or latch pins is 4, for reference.
- Pins over their slew limit in the final report were tallied at 0.
- The met1 layer wirelength in the final routing is 2060 um, for reference.
- The maximum vdd drop is 0.100 mV, for reference.
- The die extent in x is 104 um, for reference.
- The total die area is 10800 um2, for reference.
- The final weighted congestion recorded by global placement is 0.719.
- For reference, the mux area share after synthesis is 1.33%.
- 4 endpoints have no timing constraint.
- The net switching power in the latest report is 0.226 mW.
- The critical path maximum fanout is 8.
- Net switching is 29.1% of the power.
- The report lists the number of standard-cell rows as 30.
- The initial antenna violation count was 0.
- The worst setup path is of the input pin to primary output kind.
- The cell taking the most area after synthesis is sky130_fd_sc_hd__nor2b_1, for reference.
- For reference, the top logic cell family by area is simple AND/OR/NAND/NOR gates.
- In this run, synthesis inferred 0 flip-flops with an integrated enable.
- The number of global-route vias before repair is 1356, for reference.
- The post-layout minimum cycle time is 1040 ps, for reference.
- Measured on the finished design, the core utilization comes to 35.2%.
- From synthesis to final layout, the design area changed by 221%.
- The via total after detailed routing is 1328, for reference.
- Endpoints with negative setup slack in the final report add up to 22.
- The residual antenna-violating net count after detailed routing is 0, for reference.
- By area the synthesized netlist is led by sky130_fd_sc_hd__nor2b_1 48%, sky130_fd_sc_hd__and2b_1 15%, sky130_fd_sc_hd__xnor2_1 8.2%.
- The most instantiated flip-flop cell in the synthesis netlist is sky130_fd_sc_hd__dlxtn_1, for reference.
- The remaining design rule violation count is 0, for reference.
- The post-layout worst setup margin is -35.1 ps, for reference.
- STA puts the critical path data arrival time at 840 ps.
- The share of layout cells above drive strength 1 is 42.0%, for reference.
- The worst hold margin is 738 ps, for reference.
- The post-placement cell count is 372, for reference.
- The number of instances in the synthesized netlist is 113, for reference.
- The number of antenna cells inserted is 0, for reference.
- Counting flops and latches in the post-synthesis netlist gives 4.
- Summed over all nets, wire length on met3 after detailed routing comes to 439 um.
- The combined global-route utilization of all metal layers is 9.29%, for reference.
- After global routing the overflow that remains totals 0.
- The script logs the mean routed wire length per placed instance as 14.5 um.
- The floorplan die height is 104 um, for reference.
- The total leakage power is 1.34 nW, for reference.
- The worst setup path startpoint is rst, for reference.
- The post-route non-filler standard cell count is 382, for reference.
- The final layout report lists a filler cell count of 772.
- The part of the total power dissipated in combinational logic is 97.8%, for reference.
- The register with the most flip-flops in the layout has 4 of them.
- The required time reported for the critical path endpoint is 800 ps, for reference.
- The capturing instance or port of the critical path is round_key[38], for reference.
- The class of the tightest hold or removal check is input pin to primary output, for reference.
- The total number of yosys warnings is 1, for reference.
- The floorplan step records an initial core utilization of 11.0%.
- Entering global routing, the biggest net connects 18 pins.
- The max-slew check reports its worst relative slack as 86.6%.
- The post-detailed-route via-to-cell ratio is 3.48, for reference.
- The floorplan core area is 6830 um2, for reference.
- The capturing element type of the critical path is a primary output, for reference.
- Of the total synthesized cell area, the portion taken by AND-OR and OR-AND cells is 3.33%.
- The routed design has 5560 um of wire.
- Pin placement for this block handled 166 I/O pins.
- The first global-routing pass estimated 8240 um of wire.
- In the synthesis report, Yosys lists the chip area as 751 um2.
- In the finished design, the share of the clock period the worst path needs comes to 104%.
- The total tool warning count is 34, for reference.
- The commonest cells after synthesis are 57 x sky130_fd_sc_hd__nor2b_1, 15 x sky130_fd_sc_hd__and2b_1, 9 x sky130_fd_sc_hd__nor2_1, 7 x sky130_fd_sc_hd__xnor2_1, 5 x sky130_fd_sc_hd__buf_2.
- Buffers placed on the I/O ports in this run total 166.
- Signal routing reaches up to met3.
- Across the run, the number of max-cap violations was 0.
- A synthesized cell averages 6.64 um2.
- The xor/xnor share of the synthesized area is 10.5%, for reference.
- The flow reports that the clock network draws 0% of the design power.
- The routed design uses 3050 um of met2 wire.
- Setup repair after global routing could not meet its margin everywhere.
- The total power density per cell area is 322 nW/um2, for reference.
- For this run the top cell type by instance count after synthesis was sky130_fd_sc_hd__nor2b_1.
- The cts-stage hold buffer count is 0, for reference.
- The summed instance area of the synthesized netlist is 751 um2, for reference.
- Endpoints failing hold in the final report were tallied at 0.
- STA classifies the critical path startpoint as an input pin.
- Yosys reports that the leading cell type by area covers 47.5% of the netlist area.
- The first-pass iteration count of the detailed router is 3, for reference.
- The portion of total power attributed to sequential cells is 2.2%, for reference.
- The yosys stat cell total is 113, for reference.
- Static timing analysis puts the maximum clock frequency at 966 MHz.
- The synthesized netlist devotes 0% of its cell area to adder and majority cells.
[power by group through the flow]
stage / clock, mW / sequential [mW] / combinational [mW]
5_1_grt: 0 / 0.0183 / 0.834
6_report: 0 / 0.0170 / 0.759
4_1_cts: 0 / 0.0170 / 0.725
[cell type report]
cell class                      count  area (um2)  area share [%]
Timing Repair Buffer              182        1470            61.0
Sequential cell                     4        60.1            2.49
Tap cell                           96         120            4.99
Multi-Input combinational cell    100         759            31.5
[how the worst min path moves through the flow]
| stage | from | endpoint | slack, ps | cells after the start |
|---|---|---|---|---|
| global route | key_register[50] | round_key[63] | 760 | 4 |
| CTS | key_register[8] | round_key[21] | 780 | 3 |
| finish | key_register[50] | round_key[63] | 740 | 4 |
[routing by layer]
metal	track usage (%)	up-vias
met4	0	0
met2	17.7	63
met3	3.01	0
met5	0	-
li1	-	684
met1	10.3	581
[critical path, stage by stage]
cell and delay [ps]:
sky130_fd_sc_hd__buf_12 110, sky130_fd_sc_hd__buf_8 120, sky130_fd_sc_hd__buf_16 130, sky130_fd_sc_hd__and2b_1 170
sky130_fd_sc_hd__buf_2 90
[logic make-up after synthesis]
| logic type | count (synthesis) |
|---|---|
| AND-OR/OR-AND | 4 |
| XOR/XNOR | 9 |
| buffers and inverters | 9 |
| latches | 4 |
| multiplexers | 1 |
| AND/OR/NAND/NOR | 86 |
[placed cells by master, fill, tap and decap left out, drive strengths merged, types with 2 or more instances in the layout]
| master | Yosys | final |
|---|---|---|
| buf | 6 | 91 |
| dlygate4sd2 | 0 | 76 |
| nor2b | 57 | 57 |
| and2b | 15 | 15 |
| nor2 | 9 | 9 |
| xnor2 | 7 | 7 |
| clkbuf | 3 | 7 |
| dlxtn | 4 | 4 |
| clkdlybuf4s50 | 0 | 4 |
| clkdlybuf4s15 | 0 | 3 |
| a21oi | 2 | 2 |
| nand2 | 2 | 2 |
| xor2 | 2 | 2 |
[through the flow]
stage | setup TNS (ps) | power, mW | setup WS, ps | cell area (um2)
floorplan | 0 | 0.175 | 79.1 | 751
global placement | -35710 | 0.892 | -514 | 2540
detailed placement | -35850 | 0.890 | -512 | 2540
CTS | -1350 | 0.742 | -160 | 2300
global route | -1170 | 0.852 | -66.5 | 2410
finish | -395 | 0.776 | -35.1 | 2410
[repair_timing]
item                                    CTS  global route
cloned                                    5             2
endpoints found under the setup margin   80            64
pin swaps                                 8             7
setup buffers                             2             3
hold endpoints to repair                  0             0
resized                                 350            33
Power is estimated from default activity; no workload was simulated.
