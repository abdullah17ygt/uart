**/design/flow/config.mk**
```make
export PLATFORM = sky130hd
export DESIGN_NAME = rx
export DESIGN_NICKNAME = rx
export VERILOG_FILES = /design/flow/design.v
export SDC_FILE = /design/flow/constraint.sdc
export NUM_CORES = 4
export LEC_CHECK = 1
export CORE_UTILIZATION = 30
```
**/design/flow/constraint.sdc**
```tcl
current_design rx

set clk_period 4.5
set clk_io_pct 0.2

create_clock -name clk0 -period $clk_period [get_ports {clk}]

set non_clock_inputs [all_inputs -no_clocks]
set_input_delay [expr $clk_period * $clk_io_pct] -clock clk0 $non_clock_inputs
set_output_delay [expr $clk_period * $clk_io_pct] -clock clk0 [all_outputs]
```
**/design/flow/design.v**
```verilog
module rx#(parameter BAUDRATE = 434)(
input  clk,
input  in,
input rst,
output reg print,
output reg [7:0]out
);
localparam [1:0] 
idle = 2'b000,
start = 2'b001,
write = 2'b010,
stop = 2'b011;
reg [7:0]index=0;
reg [1:0]state = idle;
reg [7:0]data;
reg [8:0]counter;
    always @(posedge clk) begin
    if (rst) begin
      print<=0;
      counter<=0; 
      index<=0;
      out<=0;
   end 
   else begin
    counter<=counter+1;
            case(state)    
               idle: begin
                print<=0;
                index<=0;
                data<=0;
                state<=idle;
                counter<=0;    
                if(in == 1'b0)begin
                 state<=start;
                end 
              end
                start : begin                 
                     if(in == 1'b0)begin
                        state <= write;
                       end
                       else begin
                            state<= idle;                      
                       end
                   end
                write: begin    
                   if (counter == BAUDRATE)  begin
                      counter <=0 ;
                        if (index < 8'h08 ) begin
                            data[index] <= in;
                            index <= index + 1;
                            state <= write;                            
                        end
                        else begin
                         state <= stop;
                         index <= 0;
                        end
                    end
                    else begin
                      counter <= counter +1 ;          
                        state <= write;
                        end 
                end
                stop : begin
                if (counter == ((BAUDRATE/2)-1))  begin
                    out <= data;                   
                    index <= 0;                   
                    print <= 1;
                    state <= idle;
                end
                else begin
                      counter <= counter +1 ;
                end 
                end 
               default : begin
                state <= idle;
                end
            endcase
        end
    end
endmodule
```
**/design/flow/run.sh**
```bash
#!/bin/bash
# OpenROAD 26Q1-2900-gdf79404cd8, Yosys 0.63+post, stock flow scripts
make -C /OpenROAD-flow-scripts/flow DESIGN_CONFIG=/design/flow/config.mk WORK_HOME=/design/flow/orfs finish
```
==> flow_metrics.py <==
# Synthesis and PnR figures
metrics = {
    "logic_synthesis": {
        "ys_area_sq_um": 1890,
        "postSynthSeqShare_pct": 43.5,
        "yosysWarnings": 1,
        "yosysCellCount": 205,
        "edf_count": 10,
        "yosysTopAreaCell": "dfxtp_1",
        "synth-main-ff-cell": "dfxtp_1",
        "ys_types": 50,
        "yosys-top-cells-area": "dfxtp_1, edfxtp_1, nand2_1",
        "synthArstFlopShare_pct": 0,
        "top_area_share_pct": 27.6,
        "ys.flops": 36,
        "syn_inst": 205,
        "synth.avg_cell_area_sq_um": 9.21,
        "synthesis.area_sq_um": 1890,
    },
    "power_and_ir_drop": {
        "internal_power_uw": 449,
        "p_per_area_nw_per_um2": 266,
        "p_leak_uw": 0.000756,
        "clkPwrFrac_pct": 37.6,
        "pwr-share-seq_pct": 59.3,
        "peakVddDrop_mv": 0.161,
        "power.switching_uw": 121,
        "swShare_pct": 21.2,
        "pwr-share-comb_pct": 3.2,
    },
    "floorplanning": {
        "die_y_um": 81.3,
        "num_io_pins": 12,
        "fp_util_pct": 31.5,
        "row_count": 28,
        "fp.dieW_um": 81.3,
        "core_sq_um": 5990,
        "dieArea_sq_um": 6610,
    },
    "critical_path": {
        "crit_slowest_cell": "a211oi_2",
        "cp-end-kind": "flip-flop",
        "crit_start": "index[3]$_SDFFE_PP0P_",
        "cp_max_fo": 11,
        "path_class": "flip-flop to flip-flop",
        "critPathTopFamily": "simple AND/OR/NAND/NOR gates",
        "startpoint_type": "flip-flop",
        "timing.rr.end": "data[4]$_SDFFCE_PN0P_",
        "crit_end": "data[4]$_SDFFCE_PN0P_",
        "ff2ff_path_depth": 4,
        "path_cells": "or4_4, or2_0, nand2b_1, a211oi_2",
        "critical_path_required_ns": 4.42,
        "r2r-start": "index[3]$_SDFFE_PP0P_",
        "slowest_delay_ns": 0.62,
        "timing.reg2reg.setup_slack_ns": 2.14,
        "path_depth": 4,
        "arrival_ns": 2.28,
        "cp.buffers_inverters": 0,
    },
    "grt": {
        "grt_first_pass_wirelength_um": 5990,
        "busiest_layer": "met2",
        "overflow": 0,
        "grt_use_met2_pct": 18.3,
        "track_usage_pct": 11.8,
        "grtUsageMet3_pct": 2.62,
        "grt_pass1_vias": 1324,
        "grt_max_degree": 23,
        "antenna_found_initial": 0,
        "use_met1_pct": 17.4,
    },
    "routing": {
        "via_count": 1456,
        "ant_nets": 0,
        "vias_per_cell": 4.99,
        "wl_um": 3520,
        "diodes": 0,
        "wl_per_cell_um": 12.1,
        "dr.pass1.iters": 4,
        "drcViolationCount": 0,
        "drtIter0Drc": 82,
    },
    "timing": {
        "max_freq_ghz": 0.423,
        "period_minus_slack_ns": 2.36,
        "max_slew_margin_pct": 53.9,
        "rsz0062_at_grt": "no",
        "min_period_over_period_pct": 52.5,
        "slew_viol_final": 0,
        "tns_ns": 0,
        "hold_viol": 0,
        "setup_viol": 0,
        "worst_slew_pin_slew_ns": 0.690,
        "finClkSkew_ns": 0.00496,
    },
    "clock_network": {
        "cts_buffers": 5,
        "cts_setup_buffers": 0,
        "cts_htree_levels": 2,
        "root_buffer": "clkbuf_8",
        "cts-resized-gates": 0,
        "cts.sinks": 36,
        "holdBufCountCts": 0,
        "clock_latency_ns": 0.28,
        "cts_tree": "done",
        "clk_pin_slew_worst_paths_ns": 0.07,
        "clockBufferDepth": 2,
    },
    "placement": {
        "hpwl_um": 2510,
        "port-buffer-count": 11,
        "place_inst": 284,
        "gp_congestion": 0.809,
    },
    "layout": {
        "finalNonFillerCells": 292,
        "synthToLayoutAreaGrowth_pct": 13.5,
        "drive_gt1_share_pct": 8.76,
        "fin_util_pct": 35.8,
    },
    "status": {
        "outcome": "completed",
    },
    "min_path": {
        "hold_path.class": "flip-flop to flip-flop",
    },
    "run": {
        "warnings": 28,
        "drv_cap": 0,
    },
}
==> Yosys cell counts (4+ instances only) <==
| master | number |
|---|---|
| edfxtp_1 | 10 |
| a21oi_1 | 14 |
| nand2b_1 | 4 |
| ha_1 | 5 |
| nand3_1 | 9 |
| xnor2_1 | 6 |
| nand2_1 | 28 |
| inv_1 | 9 |
| nor2_1 | 16 |
| nand3b_1 | 4 |
| dfxtp_1 | 26 |
| clkbuf_1 | 5 |
| nor3b_1 | 5 |
| mux2i_1 | 7 |
| nand4_1 | 5 |
==> worst min-delay path by stage <==
stage                       start  depth (start not counted)  slack [ns]                  end
finish        out[2]$_SDFFE_PP0P_                          2        0.45  out[2]$_SDFFE_PP0P_
global route  out[2]$_SDFFE_PP0P_                          2        0.47  out[2]$_SDFFE_PP0P_
CTS           out[2]$_SDFFE_PP0P_                          2        0.46  out[2]$_SDFFE_PP0P_
==> tightest hold or removal path: stages, from the launching register on <==
cell	delay, ns
dfxtp_1	0.31
nand2_1	0.05
a21oi_1	0.05
==> stage by stage <==
| stage | hold WS [ns] | power [uW] | instance area [sq um] | setup slack (ns) |
|---|---|---|---|---|
| 6_report | 0.453 | 570 | 2140 | 2.14 |
| 5_1_grt | 0.469 | 595 | 2140 | 2.03 |
| 4_1_cts | 0.456 | 579 | 2140 | 2.16 |
| 3_5_place_dp | 0.446 | 363 | 2060 | 2.01 |
| 3_3_place_gp | 0.446 | 363 | 2060 | 2.00 |
| 2_1_floorplan | 0.422 | 356 | 1890 | 2.34 |
==> cells in the final DEF (no fill, tap or decap), types with 4 or more instances in the layout <==
master	instances
a21oi_1	14
clkbuf_8	5
clkdlybuf4s50_1	11
dfxtp_1	26
edfxtp_1	10
ha_1	5
inv_1	9
mux2i_1	7
nand2_1	28
nand2b_1	4
nand3_1	9
nand3b_1	4
nand4_1	5
nor2_1	16
nor3b_1	5
xnor2_1	6
==> logic make-up after synthesis <==
family	after synthesis	share of synthesized area, %
AND-OR/OR-AND	35	13.2
XOR/XNOR	7	3.25
adder cells (fa/ha/maj)	5	3.31
buffers and inverters	18	4.17
flip-flops	36	43.5
multiplexers	8	4.31
AND/OR/NAND/NOR	96	28.3
==> state kept, by name, summed over array words and instances (netlist names), named ones only <==
signal and count:
state 1, print 1, data 8, index 8, counter 9, out 8
==> layout make-up <==
cell class                      instances  area [sq um]
Inverter                                9          33.8
Sequential cell                        36           821
Clock buffer                            7          76.3
Tap cell                               75          93.8
Timing Repair Buffer                   13           125
Fill cell                             599          3850
Multi-Input combinational cell        151           988
Clock inverter                          1          3.75
==> power groups by stage <==
stage | registers (uW) | logic, uW | clock network (uW)
CTS | 338 | 18.1 | 223
global route | 338 | 20.9 | 236
finish | 338 | 18.0 | 214
==> per-layer routing <==
metal	up-vias	part of all wire, %
li1	757	-
met1	666	50
met2	25	44
met3	8	4.3
met4	0	1.4
met5	-	0
Power is estimated from default activity; no workload was simulated.
